## design/flow/run.sh

```bash
#!/bin/bash
# OpenROAD 26Q1-2900-gdf79404cd8, Yosys 0.63+post, stock flow scripts
make -C /OpenROAD-flow-scripts/flow DESIGN_CONFIG=/design/flow/config.mk WORK_HOME=/design/flow/orfs finish
```

## design/flow/config.mk

```make
export PLATFORM = sky130hd
export DESIGN_NAME = pe
export DESIGN_NICKNAME = pe
export VERILOG_FILES = /design/flow/design.v
export SDC_FILE = /design/flow/constraint.sdc
export NUM_CORES = 4
export LEC_CHECK = 1
export CORE_AREA = 10 10 112 112
export DIE_AREA = 0 0 122 122
```

## design/flow/constraint.sdc

```tcl
current_design pe

set clk_period 6.3
set clk_io_pct 0.2

create_clock -name clk0 -period $clk_period [get_ports {clk}]

set non_clock_inputs [all_inputs -no_clocks]
set_input_delay [expr $clk_period * $clk_io_pct] -clock clk0 $non_clock_inputs
set_output_delay [expr $clk_period * $clk_io_pct] -clock clk0 [all_outputs]
```

## design/flow/design.v

```verilog
module pe #(
    parameter data_size = 8
    ) (
    input wire clk,
    inout wire reset,
    input wire [data_size - 1 : 0] in_a,
    input wire [data_size - 1 : 0] in_b,
    input wire [data_size - 1 : 0] in_c,
    output reg [data_size - 1 : 0] out_a,
    output reg [data_size - 1 : 0] out_b,
    output reg [data_size - 1 : 0] out_c
    );
    always @(posedge clk) begin
        if (reset) begin
            out_a = 0;
            out_b = 0;
            out_c = 0;
        end else begin
            out_c = in_c + (in_a * in_b);
            out_a = in_a;
            out_b = in_b;
        end
    end
endmodule
```

==> metrics.cfg <==
[placed_design]
place_congestion = 0.880
dp.cells = 358
port_buffers = 48
dpl.hpwl_um = 3450
placedInstanceArea_um2 = 2350

[clock_tree]
cts_setup_buffers = 0
post_cts_resized = 0
cts_buffer_depth = 2
ctsHoldBuffers = 0
clock-root-buffer = clkbuf_8
htreeDepth = 1
numCtsBuffers = 3
cts_num_sinks = 24

[floorplan]
fp-utilization_pct = 16.7
dieWidth_um = 122
io-pin-count = 50
std_cell_rows = 37
die_y_um = 122

[synth]
synth_top_cell_by_area = dfxtp_1
ys_types = 17
yosys-top-cells-area = dfxtp_1, fa_1, ha_1
syn_area_per_cell_um2 = 9.68
synthCells = 176
synth-area-yosys_um2 = 1700
ys_warn_count = 1
synth_area_um2 = 1700
ys_ff = 24
yosys_cells = 176
top_area_share_pct = 28.2
ys_seq_share_pct = 28.2

[run_status]
haltStage = global routing
error = [ERROR RSZ-0074] Failed to build tree from global routes for pin 'reset' and net 'reset' at grid (113850, 72450): found route to 25 pins, expected 24
outcome = aborted with a tool error

[timing]
untimed_endpoints = 1

[global_route]
grt_max_degree = 25

## cell usage after synthesis, drive strengths merged
cell type  number
a21o            2
a21oi           2
and2           14
clkbuf          2
dfxtp          24
fa             18
ha             17
inv            33
nand2          22
nor2            4
nor2b          20
xnor2          14
xor2            4
## kinds of logic after synthesis
family / count (synthesis) / share of synthesized area, %
simple gates: 60 / 18.6
buf+inv: 35 / 7.71
fa+ha+maj: 35 / 33.6
flops: 24 / 28.2
xor+xnor: 18 / 10.1
compound gates: 4 / 1.69
## through the flow
stage	worst slack [ns]	util, %	hold slack, ns
CTS	1.40	23.3	1.05
global placement	1.13	22.9	1.34
floorplan	1.96	-	1.33
detailed placement	1.14	22.9	1.34

--- run.sh ---
#!/bin/bash
# OpenROAD 26Q1-2900-gdf79404cd8, Yosys 0.63+post, stock flow scripts
make -C /OpenROAD-flow-scripts/flow DESIGN_CONFIG=/design/flow/config.mk WORK_HOME=/design/flow/orfs finish
--- config.mk ---
export PLATFORM = sky130hd
export DESIGN_NAME = SysArrayMM
export DESIGN_NICKNAME = SysArrayMM
export VERILOG_FILES = /design/flow/design.v
export SDC_FILE = /design/flow/constraint.sdc
export NUM_CORES = 4
export LEC_CHECK = 1
export CORE_UTILIZATION = 50
--- constraint.sdc ---
current_design SysArrayMM

set clk_period 20.4
set clk_io_pct 0.2

create_clock -name clk0 -period $clk_period [get_ports {clock}]

set non_clock_inputs [all_inputs -no_clocks]
set_input_delay [expr $clk_period * $clk_io_pct] -clock clk0 $non_clock_inputs
set_output_delay [expr $clk_period * $clk_io_pct] -clock clk0 [all_outputs]
--- design.v ---
module PE(
  input         clock,
  input         reset,
  input  [31:0] io_in_a,
  input  [31:0] io_in_b,
  input  [31:0] io_in_c,
  output [31:0] io_out_a,
  output [31:0] io_out_b,
  output [31:0] io_out_c
);
  reg [31:0] a;  
  reg [31:0] _RAND_0;
  reg [31:0] b;  
  reg [31:0] _RAND_1;
  reg [31:0] c;  
  reg [31:0] _RAND_2;
  wire [63:0] _T;  
  wire [63:0] _GEN_0;  
  wire [63:0] _T_2;  
  assign _T = io_in_a * io_in_b;  
  assign _GEN_0 = {{32'd0}, io_in_c};  
  assign _T_2 = _GEN_0 + _T;  
  assign io_out_a = a;  
  assign io_out_b = b;  
  assign io_out_c = c;  
  always @(posedge clock) begin
    if (reset) begin
      a <= 32'h0;
    end else begin
      a <= io_in_a;
    end
    if (reset) begin
      b <= 32'h0;
    end else begin
      b <= io_in_b;
    end
    if (reset) begin
      c <= 32'h0;
    end else begin
      c <= _T_2[31:0];
    end
  end
endmodule
module SysArrayMM(
  input         clock,
  input         reset,
  input  [31:0] io_in_a_0,
  input  [31:0] io_in_a_1,
  input  [31:0] io_in_a_2,
  input  [31:0] io_in_b_0,
  input  [31:0] io_in_b_1,
  input  [31:0] io_in_b_2,
  output [31:0] io_out_c_0,
  output [31:0] io_out_c_1,
  output [31:0] io_out_c_2,
  output [31:0] io_out_c_3,
  output [31:0] io_out_c_4
);
  wire  pes_0_clock;  
  wire  pes_0_reset;  
  wire [31:0] pes_0_io_in_a;  
  wire [31:0] pes_0_io_in_b;  
  wire [31:0] pes_0_io_in_c;  
  wire [31:0] pes_0_io_out_a;  
  wire [31:0] pes_0_io_out_b;  
  wire [31:0] pes_0_io_out_c;  
  wire  pes_1_clock;  
  wire  pes_1_reset;  
  wire [31:0] pes_1_io_in_a;  
  wire [31:0] pes_1_io_in_b;  
  wire [31:0] pes_1_io_in_c;  
  wire [31:0] pes_1_io_out_a;  
  wire [31:0] pes_1_io_out_b;  
  wire [31:0] pes_1_io_out_c;  
  wire  pes_2_clock;  
  wire  pes_2_reset;  
  wire [31:0] pes_2_io_in_a;  
  wire [31:0] pes_2_io_in_b;  
  wire [31:0] pes_2_io_in_c;  
  wire [31:0] pes_2_io_out_a;  
  wire [31:0] pes_2_io_out_b;  
  wire [31:0] pes_2_io_out_c;  
  wire  pes_3_clock;  
  wire  pes_3_reset;  
  wire [31:0] pes_3_io_in_a;  
  wire [31:0] pes_3_io_in_b;  
  wire [31:0] pes_3_io_in_c;  
  wire [31:0] pes_3_io_out_a;  
  wire [31:0] pes_3_io_out_b;  
  wire [31:0] pes_3_io_out_c;  
  wire  pes_4_clock;  
  wire  pes_4_reset;  
  wire [31:0] pes_4_io_in_a;  
  wire [31:0] pes_4_io_in_b;  
  wire [31:0] pes_4_io_in_c;  
  wire [31:0] pes_4_io_out_a;  
  wire [31:0] pes_4_io_out_b;  
  wire [31:0] pes_4_io_out_c;  
  wire  pes_5_clock;  
  wire  pes_5_reset;  
  wire [31:0] pes_5_io_in_a;  
  wire [31:0] pes_5_io_in_b;  
  wire [31:0] pes_5_io_in_c;  
  wire [31:0] pes_5_io_out_a;  
  wire [31:0] pes_5_io_out_b;  
  wire [31:0] pes_5_io_out_c;  
  wire  pes_6_clock;  
  wire  pes_6_reset;  
  wire [31:0] pes_6_io_in_a;  
  wire [31:0] pes_6_io_in_b;  
  wire [31:0] pes_6_io_in_c;  
  wire [31:0] pes_6_io_out_a;  
  wire [31:0] pes_6_io_out_b;  
  wire [31:0] pes_6_io_out_c;  
  wire  pes_7_clock;  
  wire  pes_7_reset;  
  wire [31:0] pes_7_io_in_a;  
  wire [31:0] pes_7_io_in_b;  
  wire [31:0] pes_7_io_in_c;  
  wire [31:0] pes_7_io_out_a;  
  wire [31:0] pes_7_io_out_b;  
  wire [31:0] pes_7_io_out_c;  
  wire  pes_8_clock;  
  wire  pes_8_reset;  
  wire [31:0] pes_8_io_in_a;  
  wire [31:0] pes_8_io_in_b;  
  wire [31:0] pes_8_io_in_c;  
  wire [31:0] pes_8_io_out_a;  
  wire [31:0] pes_8_io_out_b;  
  wire [31:0] pes_8_io_out_c;  
  PE pes_0 (  
    .clock(pes_0_clock),
    .reset(pes_0_reset),
    .io_in_a(pes_0_io_in_a),
    .io_in_b(pes_0_io_in_b),
    .io_in_c(pes_0_io_in_c),
    .io_out_a(pes_0_io_out_a),
    .io_out_b(pes_0_io_out_b),
    .io_out_c(pes_0_io_out_c)
  );
  PE pes_1 (  
    .clock(pes_1_clock),
    .reset(pes_1_reset),
    .io_in_a(pes_1_io_in_a),
    .io_in_b(pes_1_io_in_b),
    .io_in_c(pes_1_io_in_c),
    .io_out_a(pes_1_io_out_a),
    .io_out_b(pes_1_io_out_b),
    .io_out_c(pes_1_io_out_c)
  );
  PE pes_2 (  
    .clock(pes_2_clock),
    .reset(pes_2_reset),
    .io_in_a(pes_2_io_in_a),
    .io_in_b(pes_2_io_in_b),
    .io_in_c(pes_2_io_in_c),
    .io_out_a(pes_2_io_out_a),
    .io_out_b(pes_2_io_out_b),
    .io_out_c(pes_2_io_out_c)
  );
  PE pes_3 (  
    .clock(pes_3_clock),
    .reset(pes_3_reset),
    .io_in_a(pes_3_io_in_a),
    .io_in_b(pes_3_io_in_b),
    .io_in_c(pes_3_io_in_c),
    .io_out_a(pes_3_io_out_a),
    .io_out_b(pes_3_io_out_b),
    .io_out_c(pes_3_io_out_c)
  );
  PE pes_4 (  
    .clock(pes_4_clock),
    .reset(pes_4_reset),
    .io_in_a(pes_4_io_in_a),
    .io_in_b(pes_4_io_in_b),
    .io_in_c(pes_4_io_in_c),
    .io_out_a(pes_4_io_out_a),
    .io_out_b(pes_4_io_out_b),
    .io_out_c(pes_4_io_out_c)
  );
  PE pes_5 (  
    .clock(pes_5_clock),
    .reset(pes_5_reset),
    .io_in_a(pes_5_io_in_a),
    .io_in_b(pes_5_io_in_b),
    .io_in_c(pes_5_io_in_c),
    .io_out_a(pes_5_io_out_a),
    .io_out_b(pes_5_io_out_b),
    .io_out_c(pes_5_io_out_c)
  );
  PE pes_6 (  
    .clock(pes_6_clock),
    .reset(pes_6_reset),
    .io_in_a(pes_6_io_in_a),
    .io_in_b(pes_6_io_in_b),
    .io_in_c(pes_6_io_in_c),
    .io_out_a(pes_6_io_out_a),
    .io_out_b(pes_6_io_out_b),
    .io_out_c(pes_6_io_out_c)
  );
  PE pes_7 (  
    .clock(pes_7_clock),
    .reset(pes_7_reset),
    .io_in_a(pes_7_io_in_a),
    .io_in_b(pes_7_io_in_b),
    .io_in_c(pes_7_io_in_c),
    .io_out_a(pes_7_io_out_a),
    .io_out_b(pes_7_io_out_b),
    .io_out_c(pes_7_io_out_c)
  );
  PE pes_8 (  
    .clock(pes_8_clock),
    .reset(pes_8_reset),
    .io_in_a(pes_8_io_in_a),
    .io_in_b(pes_8_io_in_b),
    .io_in_c(pes_8_io_in_c),
    .io_out_a(pes_8_io_out_a),
    .io_out_b(pes_8_io_out_b),
    .io_out_c(pes_8_io_out_c)
  );
  assign io_out_c_0 = pes_6_io_out_c;  
  assign io_out_c_1 = pes_7_io_out_c;  
  assign io_out_c_2 = pes_8_io_out_c;  
  assign io_out_c_3 = pes_5_io_out_c;  
  assign io_out_c_4 = pes_2_io_out_c;  
  assign pes_0_clock = clock;
  assign pes_0_reset = reset;
  assign pes_0_io_in_a = io_in_a_0;  
  assign pes_0_io_in_b = io_in_b_0;  
  assign pes_0_io_in_c = 32'h0;  
  assign pes_1_clock = clock;
  assign pes_1_reset = reset;
  assign pes_1_io_in_a = io_in_a_1;  
  assign pes_1_io_in_b = pes_0_io_out_b;  
  assign pes_1_io_in_c = 32'h0;  
  assign pes_2_clock = clock;
  assign pes_2_reset = reset;
  assign pes_2_io_in_a = io_in_a_2;  
  assign pes_2_io_in_b = pes_1_io_out_b;  
  assign pes_2_io_in_c = 32'h0;  
  assign pes_3_clock = clock;
  assign pes_3_reset = reset;
  assign pes_3_io_in_a = pes_0_io_out_a;  
  assign pes_3_io_in_b = io_in_b_1;  
  assign pes_3_io_in_c = 32'h0;  
  assign pes_4_clock = clock;
  assign pes_4_reset = reset;
  assign pes_4_io_in_a = pes_1_io_out_a;  
  assign pes_4_io_in_b = pes_3_io_out_b;  
  assign pes_4_io_in_c = pes_0_io_out_c;  
  assign pes_5_clock = clock;
  assign pes_5_reset = reset;
  assign pes_5_io_in_a = pes_2_io_out_a;  
  assign pes_5_io_in_b = pes_4_io_out_b;  
  assign pes_5_io_in_c = pes_1_io_out_c;  
  assign pes_6_clock = clock;
  assign pes_6_reset = reset;
  assign pes_6_io_in_a = pes_3_io_out_a;  
  assign pes_6_io_in_b = io_in_b_2;  
  assign pes_6_io_in_c = 32'h0;  
  assign pes_7_clock = clock;
  assign pes_7_reset = reset;
  assign pes_7_io_in_a = pes_4_io_out_a;  
  assign pes_7_io_in_b = pes_6_io_out_b;  
  assign pes_7_io_in_c = pes_3_io_out_c;  
  assign pes_8_clock = clock;
  assign pes_8_reset = reset;
  assign pes_8_io_in_a = pes_5_io_out_a;  
  assign pes_8_io_in_b = pes_7_io_out_b;  
  assign pes_8_io_in_c = pes_4_io_out_c;  
endmodule
==> results.sh <==
# source this file to load flow results
export IMPL_status="completed"
export IMPL_warnings=28
export IMPL_fin_crit_sh=0.5409
export IMPL_drt_wirelength_per_cell_um=20.65
export IMPL_gp_congestion=0.9570
export IMPL_max_cap_violations=0
export IMPL_cp_common_cell="fa_1"
export IMPL_synth_avg_cell_area_um2=9.245
export IMPL_drt_iter0_markers=4432
export IMPL_grt_pass1_wl_um=721600
export IMPL_end_kind="flop"
export IMPL_dp_hpwl_um=350700
export IMPL_placedInstanceArea_um2=170700
export IMPL_track_usage=0.3156
export IMPL_core_um2=321900
export IMPL_yosys_warnings=1
export IMPL_grt_max_degree=136
export IMPL_antenna_found_initial=27
export IMPL_syn_inst=17556
export IMPL_rows=208
export IMPL_cts_sinks=672
export IMPL_ctsHtreeMaxLevel=3
export IMPL_overflow=0
export IMPL_grt_pass1_vias=122266
export IMPL_slew_headroom=0.3791
export IMPL_die_w_um=571.8
export IMPL_tns_ps=0
export IMPL_detail_route_antenna_nets=0
export IMPL_crit_fanout=14
export IMPL_clock_power_share=0.075
export IMPL_finalSetupViolations=0
export IMPL_hold_path_class="reg -> reg"
export IMPL_yosys_stat_cells=17556
export IMPL_p_sw_uw=12360
export IMPL_hold_violations=0
export IMPL_p_seq_frac=0.080
export IMPL_fp_util=0.5042
export IMPL_postSynthSeqShare=0.08288
export IMPL_drt_total_wl_um=451600
export IMPL_yosysUniqueCellTypes=75
export IMPL_rsz0062_at_grt="false"
export IMPL_critPathRequiredTime_ps=21090
export IMPL_cts_setup_buffers=0
export IMPL_cp_slowest_stage_delay_ps=840
export IMPL_cts_tree="yes"
export IMPL_clockBufferDepth=4
export IMPL_power_uw=23090
export IMPL_clk_latency_ps=860
export IMPL_top_area_frac=0.4677
export IMPL_postCtsResizedCells=0
export IMPL_syn_area_um2=162300
export IMPL_tightest_slew_ps=923.5
export IMPL_async_flop_share=0
export IMPL_criticalPathCategory="in -> reg"
export IMPL_start_kind="primary input"
export IMPL_edf_count=0
export IMPL_hold_buffers=0
export IMPL_path_delay_family="adder cells"
export IMPL_syn2layout_area_growth_pct=7.092
export IMPL_slew_viol_final=0
export IMPL_clkSlewWorstSetupHoldPaths_ps=60
export IMPL_synth_seq_cells=672
export IMPL_powerDensity_nw_per_um2=132.8
export IMPL_flop_cell="dfxtp_1"
export IMPL_drive_above_1_share=0.03081
export IMPL_area_leaders="fa_1 47%, and2_1 11%, inv_1 9.1%, ha_1 8.6%, dfxtp_1 8.3%"
export IMPL_leakagePower_uw=0.08504
export IMPL_worstPathCellList="clkdlybuf4s50_1 -> and2_1 -> fa_1 -> inv_1 -> fa_1 -> fa_1 -> fa_1 -> inv_1 -> fa_1 -> fa_1 -> fa_1 -> fa_1 -> ha_1 -> a21o_1 -> a21oi_1 -> nand3b_1 -> o21ai_0 -> o211ai_1 -> a31oi_1 -> xor2_1 -> nor2_1"
export IMPL_fin_skew_ps=62.25
export IMPL_yosysTopAreaCell="fa_1"
export IMPL_stdcell_area_um2=173800
export IMPL_ir_worst_vdd_v=0.0007893
export IMPL_die_h_um=571.8
export IMPL_drt_pass1_iterations=6
export IMPL_cp_slowest_cell="clkdlybuf4s50_1"
export IMPL_p_comb_frac=0.844
export IMPL_path_buffers=3
export IMPL_fmax_ghz=0.09063
export IMPL_yosysChipArea_um2=162300
export IMPL_ioPinCount=354
export IMPL_drt_vias_per_instance=5.098
export IMPL_switching_share=0.5353
export IMPL_dieArea_um2=326900
export IMPL_intPower_uw=10730
export IMPL_period_minus_slack_ps=11030
export IMPL_vias=111491
export IMPL_cts_buffers=92
export IMPL_fillers=29366
export IMPL_cp_data_arrival_time_ps=11730
export IMPL_drc=0
export IMPL_placement_io_buffers=353
export IMPL_cts_root_buf="clkbuf_16"
[metal layers]
| metal | part of all wire | vias to the layer above | track usage |
|---|---|---|---|
| li1 | - | 50131 | - |
| met1 | 0.40 | 56498 | 0.4615 |
| met2 | 0.45 | 4280 | 0.4542 |
| met3 | 0.13 | 552 | 0.1580 |
| met4 | 0.024 | 30 | 0.05658 |
| met5 | 0.00079 | - | 0.007643 |
[worst register-to-register path: stages, from the launching register on]
cell and delay, ps:
dfxtp_1 330, buf_4 400, and2_1 240, fa_1 450, fa_1 540, fa_1 510, inv_1 70, fa_1 550
inv_1 60, fa_1 500, inv_1 50, fa_1 520, inv_1 50, fa_1 470, inv_1 50, fa_1 470
inv_1 40, ha_1 330, a211oi_1 230, o21bai_1 150, o31ai_1 480, o2111ai_1 420, a311oi_1 600, o21bai_1 120
a21oi_1 180, xor2_1 170, nor2_1 50
[power by group through the flow]
stage / registers [µW] / logic (µW) / clock network (µW)
after global routing: 1880 / 22100 / 1840
after CTS: 1860 / 19500 / 1790
final: 1850 / 19500 / 1740
[cell families (layout without fill, tap and decap cells)]
logic type	Yosys count	after routing	share of synthesized area
flip-flops	672	672	0.08288
multiplexers	4	4	0.0002775
other	0	6	0
buffers and inverters	4790	4793	0.1108
AND/OR/NAND/NOR	5817	5817	0.1871
AND-OR/OR-AND	613	613	0.02480
adder cells (fa/ha/maj)	4903	4903	0.5533
XOR/XNOR	757	757	0.04085
[per-stage QoR]
stage                     hold slack [ps]  utilization  setup WS [ps]  std cells
after global routing                592.5       0.5399           9059      21866
after detailed placement            557.6       0.5301           8692      21701
final                               567.7       0.5399           9366      21870
after CTS                           560.5       0.5399           9572      21864
after global placement              559.2       0.5301           8739      21701
after floorplan                     437.9            -           9699      17556
[cell type report]
type                            instances  area (µm²)  area share
Multi-Input combinational cell      12094      130900      0.7530
Sequential cell                       672       13450     0.07739
Timing Repair Buffer                  707        6208     0.03572
Antenna cell                            6       15.01  0.00008638
Tap cell                             4305        5386     0.03099
Inverter                             3923       14730     0.08472
Clock inverter                         56       710.7    0.004089
Clock buffer                          107        2439     0.01403
[synthesized netlist by cell type, types with 6 or more instances]
master and instances:
xnor2_1 552, nor2_1 311, o211ai_1 18, nor3_1 55, o21bai_1 29, o31ai_1 13
and3_1 28, xor2_1 205, nor4_1 9, or3_1 12, inv_1 3923, nand4_1 10
nor2b_1 449, a31oi_1 21, a211oi_1 47, clkbuf_1 863, nand2b_1 28, a21oi_1 176
nand2_1 2064, o21ai_0 110, dfxtp_1 672, a21o_1 92, o21a_1 19, or2_2 8
and2_1 2782, ha_1 1111, a21boi_0 6, nand3_1 43, fa_1 3792
[path summary, 6_finish.rpt]
check | start | to | slack (ps) | depth (start not counted)
hold / removal | pes_0.b[30] | pes_1.b[30] | 570 | 1
hold reg to reg | pes_0.b[30] | pes_1.b[30] | 570 | 1
setup reg to reg | pes_6.b[0] | pes_7.c[29] | 12260 | 26
setup / recovery | io_in_a_2[19] | pes_2.c[29] | 9370 | 21
[placed cells by master, fill, tap and decap left out, drive strengths merged, types with 43 or more instances in the layout]
| cell type | netlist | layout |
|---|---|---|
| nor3 | 55 | 55 |
| ha | 1111 | 1111 |
| a21o | 92 | 92 |
| a21oi | 176 | 176 |
| dfxtp | 672 | 672 |
| clkbuf | 863 | 107 |
| xnor2 | 552 | 552 |
| nor2b | 449 | 449 |
| fa | 3792 | 3792 |
| a211oi | 48 | 48 |
| xor2 | 205 | 205 |
| o21ai | 116 | 116 |
| inv | 3923 | 3939 |
| nor2 | 311 | 311 |
| nand2 | 2064 | 2064 |
| clkdlybuf4s50 | 0 | 352 |
| and2 | 2782 | 2782 |
| buf | 4 | 355 |
| nand3 | 43 | 43 |
